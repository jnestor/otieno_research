## /design/flow/config.mk

```make
export PLATFORM = sky130hd
export DESIGN_NAME = time_counter
export DESIGN_NICKNAME = time_counter
export VERILOG_FILES = /design/flow/design.v
export SDC_FILE = /design/flow/constraint.sdc
export NUM_CORES = 4
export LEC_CHECK = 1
export CORE_AREA = 10 10 80 80
export DIE_AREA = 0 0 90 90
```

## /design/flow/constraint.sdc

```tcl
current_design time_counter

set clk_period 3.1
set clk_io_pct 0.2

create_clock -name clk0 -period $clk_period [get_ports {clk}]

set non_clock_inputs [all_inputs -no_clocks]
set_input_delay [expr $clk_period * $clk_io_pct] -clock clk0 $non_clock_inputs
set_output_delay [expr $clk_period * $clk_io_pct] -clock clk0 [all_outputs]
```

## /design/flow/design.v

```verilog
module counter_bcd(input logic clk, rst, enb,
	       output logic [3:0] q,
	       output logic 	  carry);
assign carry = (q == 4'd9) && enb;
  always_ff @( posedge clk )
    begin
       if (rst || carry) q <= 0;
       else if (enb) q <= q + 1;
    end
endmodule  
module time_counter (input logic        clk, rst, time_clr, time_en,
		     output logic 	time_late,
		     output logic [3:0] d3, d2, d1, d0
		     );
   logic 				   carry1, carry2, carry3;
   counter_bcd U_COUNT0(.clk, .rst(time_clr || rst), .enb(time_en), .q(d0), .carry(carry1));
   counter_bcd U_COUNT1(.clk, .rst(time_clr || rst), .enb(carry1), .q(d1), .carry(carry2));
   counter_bcd U_COUNT2(.clk, .rst(time_clr || rst), .enb(carry2), .q(d2), .carry(carry3));
   counter_bcd U_COUNT3(.clk, .rst(time_clr || rst), .enb(carry3), .q(d3), .carry(time_late));
endmodule  
```

## /design/flow/run.sh

```bash
#!/bin/bash
# OpenROAD 26Q1-2900-gdf79404cd8, Yosys 0.63+post, stock flow scripts
make -C /OpenROAD-flow-scripts/flow DESIGN_CONFIG=/design/flow/config.mk WORK_HOME=/design/flow/orfs finish
```

==> impl_metrics.env <==
# flow metrics
export IMPL_ys_seq_share_pct=37.5
export IMPL_grt_max_degree=10
export IMPL_vias=729
export IMPL_placed_area_um2=1130
export IMPL_grt_pass1_wl_um=3290
export IMPL_wirelength_um=1910
export IMPL_placementRows=25
export IMPL_cts_hold_buf=0
export IMPL_dieArea_um2=8100
export IMPL_p_switching_mw=0.0794
export IMPL_yosysWarnings=1
export IMPL_clk_path_buf_depth=2
export IMPL_rsz0062_at_grt="false"
export IMPL_cts_buffers=3
export IMPL_dr_pass1_iters=3
export IMPL_numSynthFlops=16
export IMPL_tightest_slew_ps=283
export IMPL_period_used_pct=91.7
export IMPL_dpl_hpwl_um=1500
export IMPL_drive_above_1_share_pct=9.02
export IMPL_layout_top_cell="clkdlybuf4s50_1"
export IMPL_p_leak_nw=0.418
export IMPL_dp_cells=186
export IMPL_hp_class="flop to flop"
export IMPL_p_clk_share_pct=40.8
export IMPL_pre_cts_slack_ps=-18.5
export IMPL_setup_tns_ps=0
export IMPL_endpoint_kind="output pin"
export IMPL_n_antenna_cell=0
export IMPL_viasPerCell=3.86
export IMPL_worstPathArrival_ps=2220
export IMPL_drtAntennaViolNets=0
export IMPL_worstSetupPathType="flop to output pin"
export IMPL_synthCells=99
export IMPL_swShare_pct=20.8
export IMPL_setup_violations_final=0
export IMPL_clk_insertion_delay_late_ps=250
export IMPL_log_warning_count=29
export IMPL_grtUsageMet1_pct=6.16
export IMPL_core_area_um2=4720
export IMPL_synth_area_um2=853
export IMPL_yosys_cells=99
export IMPL_fillers=507
export IMPL_htreeDepth=1
export IMPL_p_per_area_nw_per_um2=325
export IMPL_area_growth_pct=37.5
export IMPL_max_freq_ghz=0.352
export IMPL_initialDrtViolationCount=23
export IMPL_use_met2_pct=7.45
export IMPL_setup_slack_ps=258
export IMPL_ir_drop_uv=165
export IMPL_fin_hold_ws_ps=512
export IMPL_antenna_found_initial=0
export IMPL_stdcell_count=189
export IMPL_cts_sinks=16
export IMPL_grt_pass1_vias=664
export IMPL_path_clk_slew_ps=60
export IMPL_cp_data_required_time_ps=2480
export IMPL_syn_area_per_cell_um2=8.62
export IMPL_drv_slew=0
export IMPL_cp_max_fo=6
export IMPL_cap_violations=0
export IMPL_cellInternalPower_mw=0.302
export IMPL_fin_crit_ps=2840
export IMPL_max_slew_margin_pct=81.1
export IMPL_critPathLaunchType="flop"
export IMPL_hold_viol=0
export IMPL_gp_congestion=0.788
export IMPL_ios=21
export IMPL_fp_util_pct=18.1
export IMPL_wl_per_cell_um=10.1
export IMPL_busiest_layer="met2"
export IMPL_chipWidth_um=90
export IMPL_mostFrequentLayoutCells="clkdlybuf4s50_1, nor2_1, dfxtp_1"
export IMPL_ys_types=26
export IMPL_io_buffers=20
export IMPL_drc=0
export IMPL_stdcell_area_um2=1170
export IMPL_overflow=0
export IMPL_seq_power_share_pct=54.7
export IMPL_finClkSkew_ps=2.36
export IMPL_grt_util_met3_pct=2.18
export IMPL_cts_root_buf="clkbuf_8"
export IMPL_share_comb_of_total_power_pct=4.5
export IMPL_cts_tree="yes"
export IMPL_yosysChipArea_um2=853
export IMPL_outcome="completed"
export IMPL_track_usage_pct=4.76
export IMPL_die_h_um=90
## cells by family (layout without fill, tap and decap cells)
family / after synthesis / count (layout) / synth area share [%]
adders and majority gates: 8 / 8 / 11.7
buffers and inverters: 9 / 32 / 5.72
xor gates and xnor gates: 6 / 6 / 6.16
DFF: 16 / 16 / 37.5
and+or+nand+nor: 46 / 46 / 28.7
AOI/OAI and AO/OA: 13 / 13 / 8.94
muxes: 1 / 1 / 1.17
## power groups by stage
stage | combinational [mW] | clock, mW | sequential, mW
CTS | 0.0175 | 0.162 | 0.209
global route | 0.0186 | 0.169 | 0.209
finish | 0.0171 | 0.155 | 0.209
## worst paths after layout
check / from / to / slack, ps / depth (start not counted)
max: U_COUNT1.q[0]$_SDFFE_PP0P_ / time_late / 260 / 5
min: U_COUNT3.q[1]$_SDFFE_PP0P_ / U_COUNT3.q[1]$_SDFFE_PP0P_ / 510 / 2
max reg2reg: U_COUNT1.q[0]$_SDFFE_PP0P_ / U_COUNT3.q[2]$_SDFFE_PP0P_ / 940 / 6
min reg2reg: U_COUNT3.q[1]$_SDFFE_PP0P_ / U_COUNT3.q[1]$_SDFFE_PP0P_ / 510 / 2
## cell usage after synthesis
cell,number,area share (%)
or3_1,2,1.5
inv_1,6,2.6
and4b_2,1,1.3
nand3b_1,1,0.88
nand3_1,3,1.8
and2_1,1,0.73
mux2i_1,1,1.2
dfxtp_1,16,38
buf_6,2,2.6
or2_2,1,0.73
or4_4,1,1.3
and3b_1,1,1.0
ha_1,8,12
nor3_1,5,2.9
nand4_1,1,0.73
nor2_1,17,7.5
a211oi_1,2,1.8
nand2_1,10,4.4
nand4b_4,1,2.8
a21oi_1,6,3.5
o21ai_0,4,2.3
clkbuf_1,1,0.44
xnor2_1,3,3.1
o221a_2,1,1.3
xor2_1,3,3.1
or4b_1,1,1.2
## timing repair
item                                    4_1_cts  5_1_grt
endpoints found under the setup margin        1        0
resized                                       1        0
buffers inserted                              0        0
hold endpoints to repair                      0        0
## worst max-delay path, stage by stage (launching register included)
cell and delay [ps]:
dfxtp_1 420, ha_1 220, nand3b_1 150, or4_4 520, nor3_1 180, clkdlybuf4s50_1 490
## state kept, by name, summed over array words and instances, names as in the netlist
signal,count
U_COUNT0.q,4
U_COUNT1.q,4
U_COUNT2.q,4
U_COUNT3.q,4
## final cells by class
type | instances | area [µm²] | area share (%)
multi-input cells | 74 | 484 | 41.3
inverters | 6 | 22.5 | 1.92
flip-flops and latches | 16 | 320 | 27.3
clock buffers | 3 | 41.3 | 3.52
repair buffers | 23 | 221 | 18.9
well taps | 67 | 83.8 | 7.14
## per-layer routing
metal  share of wire, %  wire (µm)
met1                 47        893
met4               0.52         10
met3                7.1        135
met2                 45        867
met5                  0          0
## through the flow
step / total power [mW] / util (%)
floorplan: 0.223 / -
global placement: 0.231 / 24.0
detailed placement: 0.231 / 24.0
CTS: 0.388 / 24.8
global route: 0.396 / 24.8
finish: 0.381 / 24.8
Power and IR drop assume default switching activity.
