$ cat flow/config.mk
export PLATFORM = sky130hd
export DESIGN_NAME = reaction_FSM
export DESIGN_NICKNAME = reaction_FSM
export VERILOG_FILES = /design/flow/design.v
export SDC_FILE = /design/flow/constraint.sdc
export NUM_CORES = 4
export LEC_CHECK = 1
export CORE_AREA = 10 10 70 70
export DIE_AREA = 0 0 80 80
$ cat flow/constraint.sdc
current_design reaction_FSM

set clk_period 1.6
set clk_io_pct 0.2

create_clock -name clk0 -period $clk_period [get_ports {clk}]

set non_clock_inputs [all_inputs -no_clocks]
set_input_delay [expr $clk_period * $clk_io_pct] -clock clk0 $non_clock_inputs
set_output_delay [expr $clk_period * $clk_io_pct] -clock clk0 [all_outputs]
$ cat flow/design.v
`timescale 1ns / 1ps
module reaction_FSM(
   input logic start, enter, rwait_done, wait5_done, time_late, rst, clk,
   output logic [2:0] color_r, color_g, color_b, 
   output logic time_clr, time_en, start_wait5, start_rwait, rs_en
); 
     typedef enum logic [2:0] {
         IDLE = 3'b000, RWAIT = 3'b001, WHITE = 3'b010, RED = 3'b011, 
          YELLOW = 3'b100, DISPLAY = 3'b101
      } states_t ;
   states_t state, next;
     always_ff @(posedge clk)
               begin  
                  if (rst) state <= IDLE;
                 else state <= next;
                end
      always_comb 
         begin 
           next = IDLE;
           unique  case(state)
              IDLE: begin
                       color_r = 0; color_g =2; color_b =0; time_clr = 1; 
                       start_rwait =0; start_wait5 = 0;rs_en = 0; time_en =0;
                       if (start) next = RWAIT; 
                       else next = IDLE;    
                     end          
            RWAIT: begin 
                       color_r = 0; color_g =0; color_b =0; time_clr = 1;
                       start_rwait =1;time_en = 0;start_wait5 = 0; rs_en = 0;
                       if (rwait_done) next = WHITE;   
                       else  if ( enter & ~rwait_done) next = RED;
                       else next = RWAIT;
                     end 
             RED: begin
                      color_r = 7; color_g =0; color_b =0; start_wait5 = 1;
                      time_clr = 1; start_rwait =0; time_en = 0;rs_en =0;
                      if (wait5_done) next = IDLE;
                      else next = RED;
                    end
             WHITE: begin 
                      color_r = 4; color_g =2; color_b =3; start_rwait = 0; 
                      rs_en = 0; time_en = 1; start_wait5 = 0;time_clr = 0;
                      if (time_late) begin  next = YELLOW; end 
                      else if (enter & ~time_late) next = DISPLAY; 
                      else  next = WHITE;
                    end
            DISPLAY: begin
                      color_r = 0; color_g =2; color_b =0; start_rwait =0;
                      rs_en = 1; time_clr = 0; time_en = 0; start_wait5 = 0;
                      if (start) next = IDLE; 
                      else next = DISPLAY;
                    end
            YELLOW: begin 
                      color_r = 7; color_g =2; color_b =0; time_clr = 1;
                      start_rwait =0; time_en = 0; start_wait5 = 1;rs_en = 0;
                      if (wait5_done) next = IDLE; else next = YELLOW;
                    end
            default: begin 
                      color_r = 0; color_g =0; color_b =0; time_clr = 1; 
                      start_rwait =0; start_wait5 = 0;rs_en = 0;time_en = 0; 
                     end
             endcase
          end
endmodule
$ cat flow/run.sh
#!/bin/bash
# OpenROAD 26Q1-2900-gdf79404cd8, Yosys 0.63+post, stock flow scripts
make -C /OpenROAD-flow-scripts/flow DESIGN_CONFIG=/design/flow/config.mk WORK_HOME=/design/flow/orfs finish
==> flow_summary.json <==
{
  "ctsRootBufferMaster": "sky130_fd_sc_hd__clkbuf_4",
  "cts_tree": "yes",
  "timing.critical_path.cells": "or2_4 > clkdlybuf4s50_1",
  "r2r-start": "state[5]",
  "route.detailed.drc": 0,
  "timing_max_transition_violations_final": 0,
  "regMostFlops": "state",
  "start_kind": "flop",
  "critPathBufInv": 1,
  "top_regs": "state x6",
  "wl_per_cell_um": 8.83,
  "flip_flop_count_of_the_largest_register_all_copies_and_words_added": 6,
  "gr-total-overflow": 0,
  "cp.depth": 2,
  "ys_types": 14,
  "cts.htree.levels": 1,
  "r2r_endpoint": "state[0]",
  "power_consumption_mw": 0.356,
  "synth_stat.cells": 36,
  "cpLargestDelayFamily": "buffers and inverters",
  "initial_drt_pass_iterations": 2,
  "tns_ns": 0,
  "worstPathRequired_ns": 1.28,
  "finalWeightedCongestion": 0.681,
  "die_area_mm2": 0.00640,
  "status": "completed",
  "hpwl_um": 714,
  "largest_voltage_drop_on_the_vdd_net_mv": 0.155,
  "die_h_um": 80,
  "diodes": 0,
  "share_of_cells_above_drive_strength_1_pct": 16.7,
  "vias_per_cell": 2.91,
  "first_global_vias": 310,
  "core_util_floorplan_pct": 8.97,
  "final_min_period_over_clock_period_pct": 95.9,
  "worst_hold_slack_ns": 0.492,
  "synthToLayoutAreaGrowth_pct": 80.8,
  "clock_pin_slew_reported_for_the_worst_setup_and_hold_paths_after_clock_tree_synthesis_ns": 0.05,
  "grt_usage_pct": 2.62,
  "min-delay-path-class": "flop to flop",
  "cap_violations": 0,
  "number_of_buffers_on_the_longest_clock_path": 2,
  "synth_top_area_share_pct": 39.2,
  "syn-cell-area_um2": 307,
  "cp-endpoint": "color_r[0]",
  "detail_route.wirelength_um": 883,
  "worst-setup-path-type": "flop to output port",
  "setup_repair_after_global_routing_missed_its_margin": "false",
  "clock.fmax_ghz": 0.652,
  "crit_path_max_incr_delay_ns": 0.40,
  "grt_pass1_wl_um": 1370,
  "hold_buffers": 0,
  "yosys.stat.chipArea_um2": 307,
  "post_layout_minimum_cycle_time_ns": 1.53,
  "drtIter0Drc": 12,
  "drtAntennaViolNets": 0,
  "rr_worst_depth": 3,
  "boundaryPins": 21,
  "synthTopCellsByArea": "sky130_fd_sc_hd__dfxtp_1 39%, sky130_fd_sc_hd__buf_4 15%, sky130_fd_sc_hd__a21oi_1 8.2%",
  "yosysTopAreaCell": "sky130_fd_sc_hd__dfxtp_1",
  "critPathCaptureType": "output port",
  "warning_count": 25,
  "clock_latency_ns": 0.24,
  "finalClockSkew_ns": 0.00660,
  "synthesis.area_per_instance_um2": 8.52,
  "r2r_setup_slack_ns": 0.52,
  "synth.yosys.seq_area_share_pct": 39.2,
  "tritoncts_num_sinks": 6,
  "die_width_um": 80,
  "largest_net_degree_at_the_start_of_global_routing": 8,
  "antenna_violations_before_repair": 0,
  "dr_total_vias": 291,
  "static-leakage-power_nw": 0.211,
  "netlist_instances": 36,
  "timing.critical_path.arrival_ns": 1.21,
  "hold_viol_final": 0,
  "ys.warnings.count": 1,
  "coreArea_mm2": 0.00342,
  "critical_path.startpoint": "state[1]",
  "buffer_ports.inserted": 17,
  "num_cts_buffers": 3,
  "filler_cell_count_in_the_final_layout": 391,
  "row_count": 21,
  "setup_violations": 0,
  "pwr_cell_area_mw_per_mm2": 642,
  "timing.critical_path.fanout_max": 5,
  "crit_path_top_delay_cell": "sky130_fd_sc_hd__clkdlybuf4s50_1",
  "yosys_register_bits": 6
}
-- layout make-up --
cell class | count | area, um2 | area share, %
multi-input combinational | 26 | 159 | 28.7
timing repair buffer | 19 | 193 | 34.8
tap | 46 | 57.6 | 10.4
sequential | 6 | 123 | 22.1
clock buffer | 3 | 22.5 | 4.06
-- tightest hold or removal path, cell delays in order (launching register included) --
cell                      delay (ns)
sky130_fd_sc_hd__dfxtp_1        0.33
sky130_fd_sc_hd__nand2_1        0.07
sky130_fd_sc_hd__a21oi_1        0.05
-- report_power, final --
group          internal [mW]  switching (mW)  leakage, nW
Clock                 0.0847          0.0525       0.0138
Sequential             0.156         0.00439       0.0500
Combinational         0.0418          0.0165        0.147
-- worst min path at each step --
| stage | cells past startpoint | slack, ns | endpoint | start |
|---|---|---|---|---|
| CTS | 2 | 0.49 | state[3] | state[0] |
| finish | 2 | 0.49 | state[2] | state[3] |
| global route | 2 | 0.53 | state[3] | state[0] |
-- layer usage --
layer  vias up  track usage (%)  share of wire (%)
met3         2             1.25                 11
met2        13             3.77                 44
met4         0             1.06                2.4
met1       128             3.27                 43
li1        148                -                  -
met5         -                0                  0
-- Yosys cell counts --
cell,number
sky130_fd_sc_hd__buf_4,6
sky130_fd_sc_hd__nor2_1,2
sky130_fd_sc_hd__or2_2,1
sky130_fd_sc_hd__or3_1,1
sky130_fd_sc_hd__nand2_1,4
sky130_fd_sc_hd__a211o_1,1
sky130_fd_sc_hd__conb_1,1
sky130_fd_sc_hd__or2_1,1
sky130_fd_sc_hd__a21oi_1,5
sky130_fd_sc_hd__nand3b_1,2
sky130_fd_sc_hd__mux2_1,1
sky130_fd_sc_hd__dfxtp_1,6
sky130_fd_sc_hd__or3b_1,2
sky130_fd_sc_hd__nand2b_1,3
-- metrics by stage --
step | instances | utilization [%] | cell area (um2) | setup slack, ns
finish | 100 | 16.2 | 554 | 0.0661
global route | 100 | 16.2 | 554 | 0.00832
CTS | 99 | 15.9 | 542 | 0.0221
detailed placement | 96 | 14.8 | 504 | 0.0653
global placement | 96 | 14.8 | 504 | 0.0899
floorplan | 38 | - | 314 | 0.575
-- layout by cell type (no fill, tap or decap), drive strengths merged, types with 3 or more instances in the layout --
cell type | synthesis | layout
clkdlybuf4s50 | 0 | 14
dfxtp | 6 | 6
a21oi | 5 | 5
nand2 | 4 | 4
nand2b | 3 | 3
conb | 1 | 3
clkbuf | 0 | 3
-- logic make-up (layout without fill, tap and decap cells) --
family	after synthesis	in the layout	share of synthesized area (%)
buffers and inverters	6	22	14.7
AND-OR/OR-AND	6	6	11.0
other	1	3	1.22
AND/OR/NAND/NOR	16	16	30.2
flip-flops	6	6	39.2
multiplexers	1	1	3.67
-- timing repair --
action | in CTS | in global routing
buffers inserted | 0 | 1
endpoints found under the setup margin | 5 | 3
gates resized | 7 | 2
pin swaps | 0 | 1
Power figures rest on the tool's default switching activity, not on a simulated workload.
