<file path="flow/config.mk">
export PLATFORM = sky130hd
export DESIGN_NAME = pulse_monitor
export DESIGN_NICKNAME = pulse_monitor
export VERILOG_FILES = /design/flow/design.v
export SDC_FILE = /design/flow/constraint.sdc
export NUM_CORES = 4
export LEC_CHECK = 1
export CORE_UTILIZATION = 40
</file>
<file path="flow/constraint.sdc">
current_design pulse_monitor

set clk_period 14.9
set clk_io_pct 0.2

create_clock -name clk0 -period $clk_period [get_ports {clk}]

set non_clock_inputs [all_inputs -no_clocks]
set_input_delay [expr $clk_period * $clk_io_pct] -clock clk0 $non_clock_inputs
set_output_delay [expr $clk_period * $clk_io_pct] -clock clk0 [all_outputs]
</file>
<file path="flow/design.v">
module add3 (input logic [3:0] a,
	     output logic [3:0] y);
  assign y = (a<4'd5) ? a : a+4'd3;
endmodule  
`timescale 1ns / 1ps
module avg_4( 
input logic [7:0] count1, count2, count3, count4,
output logic [7:0] pulseavg
    );
    logic [9:0] sum;
    assign sum = count1 + count2 + count3 + count4;
    assign pulseavg = sum >> 2;
endmodule
module binary_to_bcd( input [7:0] b, output [3:0] hundreds, tens, ones );
   logic [3:0] a1, a2, a3, a4, a5, a6, a7;
   logic [3:0] y1, y2, y3, y4, y5, y6, y7;
   add3 U_ADD3_1 (.a(a1), .y(y1));
   add3 U_ADD3_2 (.a(a2), .y(y2));
   add3 U_ADD3_3 (.a(a3), .y(y3));
   add3 U_ADD3_4 (.a(a4), .y(y4));
   add3 U_ADD3_5 (.a(a5), .y(y5));
   add3 U_ADD3_6 (.a(a6), .y(y6));
   add3 U_ADD3_7 (.a(a7), .y(y7));
   assign a1 = {1'b0, b[7:5]};
   assign a2 = {y1[2:0], b[4]};
   assign a3 = {y2[2:0], b[3]};
   assign a4 = {y3[2:0], b[2]};
   assign a5 = {y4[2:0], b[1]};
   assign a6 = {1'b0,y1[3],y2[3],y3[3]};
   assign a7 = {y6[2:0],y4[3]};
   assign ones = {y5[2:0],b[0]};
   assign tens = {y7[2:0],y5[3]};
   assign hundreds = {2'b0,y6[3],y7[3]};
endmodule  
module counter_bcd(input logic clk, rst, enb,
	       output logic [3:0] q,
	       output logic 	  carry);
assign carry = (q == 4'd9) && enb;
  always_ff @( posedge clk )
    begin
       if (rst || carry) q <= 0;
       else if (enb) q <= q + 1;
    end
endmodule  
module debounce(input logic clk, pb, output logic pb_debounced);
   parameter CLKFREQ = 1000;     
   parameter DEBOUNCE_MS = 10;   
   parameter CTRBITS = $clog2(DEBOUNCE_MS*CLKFREQ/1000);
   logic pb_q1, pb_q2, pb_edge, carry;
   logic [CTRBITS:0] count;   
   assign carry = count[CTRBITS];
   always_ff @(posedge clk)
     begin
	pb_q1 <= pb;
	pb_q2 <= pb_q1;
	if (carry) pb_debounced <= pb_q2;
     end
   assign pb_edge = pb_q1 ^ pb_q2;   
   always_ff @(posedge clk)
     if (pb_edge) count <= '0;
     else if (!carry) count <= count + 1;
endmodule  
module pd_counter (input logic clk, rst, enb, clr,
		     output logic [7:0] q);
   always_ff @(posedge clk)
     if (rst || clr) q <= 0;
     else if (enb && (q != 8'b11111111)) q <= q + 1;
endmodule  
module pd_to_bpm(
    input logic [7:0] pd,
    output logic [7:0] bpm
);
    always_comb begin
        int i;
        bpm = 0;   
        for (i=0; i<=255; i++) begin
            if (i == pd) begin
                if (i <= 23) bpm = 255;
                else bpm = int'( 6000.0/i );
            end
        end
    end
endmodule
module pulse_monitor (
    input logic clk, rst, pulse_in,
	output logic [3:0] d2, d1, d0,
	output logic pulse_led
);
   logic [7:0] count, count1, count2, count3, count4;
   logic [7:0] bpm;                                                     
   logic [7:0] pulseavg;
   logic pulse_db, pulse_sp, cy;                                         
   assign  pulse_led = pulse_in;                                             
   logic [3:0] q_nc;   
   debounce U_PDB(.clk,.pb(pulse_in), .pb_debounced(pulse_db));
   single_pulser U_PULSE (.clk,.din(pulse_db), .d_pulse(pulse_sp));      
   pd_counter U_COUNT (.clk,.rst,.clr(pulse_sp), .enb(cy), .q(count));    
   reg_enb U_REG1 (.clk, .rst, .enb(pulse_sp), .d(count), .q(count1));
   reg_enb U_REG2 (.clk, .rst, .enb(pulse_sp), .d(count1), .q(count2));
   reg_enb U_REG3 (.clk, .rst, .enb(pulse_sp), .d(count2), .q(count3));
   reg_enb U_REG4 (.clk, .rst, .enb(pulse_sp), .d(count3), .q(count4));
   counter_bcd U_BCDCOUNTER(.clk, .rst, .enb(1'b1), .q(q_nc), .carry(cy));
   avg_4 U_AVERAGE(.count1, .count2, .count3,.count4, .pulseavg);          
   pd_to_bpm U_PD_TO_BPM (.pd(pulseavg), .bpm(bpm));
   binary_to_bcd U_B2B (.b(bpm), .hundreds(d2), .tens(d1), .ones(d0));
endmodule
module reg_enb #(parameter W=8) (input logic clk, rst, enb,
		 input logic [W-1:0] d,
		 output logic [W-1:0] q);
   always_ff @(posedge clk)
     if (rst) q <= 0;
     else if (enb) q <= d;
endmodule  
module single_pulser(input logic clk, din, output logic d_pulse);
   logic dq1, dq2;
   always_ff @(posedge clk)
     begin
	   dq1 <= din;
	   dq2 <= dq1;
     end
   assign d_pulse = dq1 & ~dq2;
endmodule  
</file>
<file path="flow/run.sh">
#!/bin/bash
# OpenROAD 26Q1-2900-gdf79404cd8, Yosys 0.63+post, stock flow scripts
make -C /OpenROAD-flow-scripts/flow DESIGN_CONFIG=/design/flow/config.mk WORK_HOME=/design/flow/orfs finish
</file>
==> CHANGELOG.md <==
### Implementation results

* Outcome: finished clean
* Pin count of the biggest net entering global routing at 35
* Cycle use final at 82.9%
* CP max stage delay at 0.54 ns
* Sw Ratio at 20.4%
* Input/output buffers at 13
* Post-Synthesis Cells at 814
* Tmin final at 12.35 ns
* Syn avg cell area at 7.40 um2
* Drt initial violations at 573
* Max-Cap Viols at 0
* Top cells, area: dfxtp_1 18%, nand2_1 7.8%, a21oi_1 5.8%
* Syn Std Cell Area at 0.00603 mm2
* Worst reg2reg setup slack at 12.99 ns
* Number of diodes at 0
* Via count at 6116
* Clock Skews at 0.00677 ns
* Yosys Chip Area at 0.00603 mm2
* Worst min path class: reg -> reg
* F_max at 81.0 MHz
* Cell repeated most along the worst path: ha_1
* Detail Placement HPWL at 13200 um
* Vias in the first global route at 5799
* Routed WL at 18400 um
* Worst-path cell with the longest stage delay: fa_1
* Combinational gate area at 0.00448 mm2
* Post-Place Cell Area at 0.00626 mm2
* Most frequent cells after synthesis: 126 x nand2_1, 70 x a21oi_1, 66 x nor2_1
* Commonest flop: dfxtp_1
* VDD IR max at 133 uV
* Met3 Track Usage GR at 2.85%
* RSZ-0062 raised after global routing: no
* Warnings from Yosys at 238
* Switching power at 59.3 uW
* Die width at 125 um
* End of the worst hold path: U_PULSE.dq1
* Worst-margin pin slew at 0.960 ns
* Tool warnings at 26
* First-pass GRT wire length at 30100 um
* GRT met1 Usage at 33.7%
* Reg2Reg Launch Point: U_COUNT.q[0]
* Register area at 0.00109 mm2
* Clk slew on worst S/H paths at 0.07 ns
* Pint at 231 uW
* Clk root buf: clkbuf_16
* Full die area at 0.0156 mm2
* Asr flop ratio synth at 0%
* Clock buffer depth at 2
* Bufs and invs on worst path at 4
* Post-CTS setup buffers at 0
* Post_cts resized at 0
* All-Layer GR Usage at 24.4%
* Initial Util at 41.2%
* EDFF count, synth at 1
* Initial antenna violation count at 0
* Seq/Total Area, Yosys at 18.1%
* Total Neg Setup Slack at 0 ns
* Avg Vias per Cell at 6.23
* H-Tree Depth at 2
* Std cell rows at 44
* Critical Path RT at 11.92 ns
* Final Instance Area at 0.00643 mm2
* Max-slew headroom at 35.4%
* Final hold viol count at 0
* Setup violations, final at 0
* Die y size at 125 um
* Min-delay src: U_PDB.pb_debounced
* Grt total ovfl at 0
* Yosys top cell by area: dfxtp_1
* Fillers at 1445
* Core Region at 0.0146 mm2
* Synth top cell by count: nand2_1
* Most crowded layer after global routing: met2
* Flop pwr share at 51.3%
* Static Leak at 2.42 nW
* Pwr dens at 45.2 mW/mm2
* Cts hold-fix bufs at 0
* Logic pwr share at 2.7%
* Share of layout cells above drive strength 1 at 10.2%
* Yosys stat cell total at 814
* Clock tree sinks at 54
* Worst path depth at 35
* Setup CP Type: reg -> out
* Hold path depth at 0
* CP top delay family: AND-OR/OR-AND gates
* CTS tree: built
* CTS buffer count at 5
* R2r endpoint: U_COUNT.q[5]
* M2 GR Usage at 37.5%
* Clock Latency Late Sink at 0.30 ns
* Wire per inst at 18.7 um
* CP Launch Type: register
* Max-slew violations at 0
* Synthesized flop and latch total at 54
* Detail Route Antenna Nets at 0
* CP arrival at 9.37 ns
* Detailed Routing Iterations Pass 1 at 22
* Area grow syn2layout at 6.68%
* Cell variety after synth at 108
* I/O pin total at 16
* Clock Power Share at 45.9%
* Top cell area share at 17.6%
* Worst setup EP type: output pin
* Worst Reg2Reg Path Length in Cells at 8
* Placer congestion estimate at 0.994
* CP Max Fanout at 20
* Post-route DRC at 0
metal layers:
metal | wire length, um | vias up
met5 | 0 | -
met4 | 1070 | 0
met3 | 1130 | 73
met2 | 8190 | 256
met1 | 7980 | 2854
li1 | - | 2933
flip-flops by register name, indices dropped and copies added, names as in the netlist, 4 cells and up:
| name | flops |
|---|---|
| U_REG4.q | 8 |
| U_COUNT.q | 8 |
| U_REG3.q | 8 |
| U_PDB.count | 5 |
| U_BCDCOUNTER.q | 4 |
| U_REG2.q | 8 |
| U_REG1.q | 8 |
layout by cell type (no fill, tap or decap), types with 4 or more instances in the layout:
cell	count
nand2_1	126
a21oi_1	70
nor2_1	66
dfxtp_1	53
inv_1	48
o21ai_0	41
ha_1	26
nor3_1	23
buf_4	18
nand3_1	16
xnor2_1	15
nor4_1	13
clkdlybuf4s50_1	13
mux2i_1	12
a21o_1	10
xor2_1	9
o22ai_1	9
or3_1	9
a31oi_1	9
nand4_1	9
fa_1	9
o21a_1	8
o211ai_1	8
a22oi_1	7
and3_1	6
o21ai_1	6
a211oi_1	6
o32ai_1	6
o21bai_1	6
o31ai_1	5
clkbuf_16	5
nor2b_1	4
and4_1	4
a32oi_1	4
a311oi_1	4
mux2_2	4
nand2b_1	4
through the flow:
step                      instances  power (mW)  hold WS, ns  setup slack (ns)  util, %
final                           982       0.291        0.342              2.55     43.9
after global placement          974       0.160        0.330              2.96     42.7
after CTS                       982       0.294        0.345              2.57     43.9
after floorplan                 815       0.159        0.323              4.15        -
after global routing            982       0.302        0.353              1.79     43.9
after detailed placement        974       0.161        0.334              2.95     42.7
power by group through the flow:
stage / Clock [mW] / Combinational [mW] / Sequential [mW]
CTS: 0.137 / 0.00811 / 0.149
global route: 0.143 / 0.00937 / 0.150
finish: 0.133 / 0.00792 / 0.149
layout make-up:
cell class	count	share of cell area (%)
Inverter	50	2.92
Clock inverter	3	0.759
Clock buffer	5	1.95
Sequential cell	54	17.0
Multi-Input combinational cell	655	69.7
Timing Repair Buffer	31	4.13
Tap cell	184	3.58
cells by family (layout without fill, tap and decap cells):
| family | count (synthesis) | in the layout | synth area share, % |
|---|---|---|---|
| adders and majority gates | 36 | 36 | 8.57 |
| muxes | 18 | 18 | 3.24 |
| DFF | 54 | 54 | 18.1 |
| and+or+nand+nor | 307 | 307 | 25.0 |
| xor gates and xnor gates | 27 | 27 | 4.17 |
| other | 1 | 2 | 0.0622 |
| buffers and inverters | 106 | 89 | 7.89 |
| AOI/OAI and AO/OA | 265 | 265 | 32.9 |
how the worst max path moves through the flow:
stage	end	start	slack [ns]
4_1_cts	d0[2]	U_REG1.q[1]	2.57
5_1_grt	d1[1]	U_REG1.q[1]	1.79
6_report	d0[2]	U_REG1.q[1]	2.55
Power and IR drop assume default switching activity.
